--- design/flow/design.v ---
`timescale 1ns/10ps
module LBP ( clk, reset, gray_addr, gray_req, gray_ready, gray_data, lbp_addr, lbp_valid, lbp_data, finish);
input   	    clk;
input   	    reset;
output  [13:0] 	gray_addr;
output         	gray_req;
input   	    gray_ready;
input   [7:0] 	gray_data;
output  [13:0] 	lbp_addr;
output  	    lbp_valid;
output  [7:0] 	lbp_data;
output  	    finish;
reg [13:0] gray_addr;
reg        gray_req;
reg [13:0] lbp_addr;
reg        lbp_valid;
reg [7:0]  lbp_data;
reg        finish;
reg  [2:0] cur_state;
reg  [2:0] nxt_state;
reg  [6:0] x, y;
reg  [3:0] gp_cnt;
reg  [7:0] gc_data;
reg  [13:0] gc_addr;         
wire [13:0] gp_addr [0:7];   
assign gp_addr[0] = {y - 7'd1, x - 7'd1};  
assign gp_addr[1] = {y - 7'd1, x       };  
assign gp_addr[2] = {y - 7'd1, x + 7'd1};  
assign gp_addr[3] = {y, x - 7'd1};    
assign gp_addr[4] = {y, x + 7'd1};    
assign gp_addr[5] = {y + 7'd1, x - 7'd1};  
assign gp_addr[6] = {y + 7'd1, x       };  
assign gp_addr[7] = {y + 7'd1, x + 7'd1};  
parameter IDLE    = 3'd0;
parameter READ_GC = 3'd1;
parameter READ_GP = 3'd2;
parameter RESULT  = 3'd3;
parameter FINISH  = 3'd4;
always @(posedge clk or posedge reset) begin
    if(reset) cur_state <= IDLE;
    else      cur_state <= nxt_state;
end
always @(*) begin
    case(cur_state)
        IDLE:
            if(gray_ready) nxt_state <= READ_GC;
            else           nxt_state <= IDLE;
        READ_GC:
            nxt_state <= READ_GP;
        READ_GP:
            if(gp_cnt == 4'd8) nxt_state <= RESULT;
            else               nxt_state <= READ_GP;
        RESULT:
            if(gc_addr == 14'd16254) nxt_state <= FINISH;
            else                     nxt_state <= READ_GC;
        FINISH: 
            nxt_state <= FINISH;
        default: 
            nxt_state <= IDLE;
    endcase
end
always @(posedge clk or posedge reset) begin
    if(reset) begin
        x <= 7'd1;
        y <= 7'd1;
    end
    else if(nxt_state == RESULT && x == 7'd126) begin
        x <= 7'd1;
        y <= y + 7'd1;
    end
    else if(nxt_state == RESULT)
        x <= x + 7'd1;
end
always @(posedge clk or posedge reset) begin
    if(reset)
        gp_cnt <= 4'd0;
    else if(nxt_state == READ_GP)
        gp_cnt <= gp_cnt + 4'd1;
    else if(cur_state == RESULT)
        gp_cnt <= 4'd0;
end
always@(posedge clk or posedge reset) begin
    if(reset)
        gc_addr <= 14'd129;
    else if(nxt_state == READ_GC)
        gc_addr <= {y, x};
end
always @(posedge clk or posedge reset) begin
    if(reset)
        gray_addr <= 14'd0;
    else if(nxt_state == READ_GC)
        gray_addr <= {y, x};
    else if(nxt_state == READ_GP)
        case (gp_cnt)
            4'd0: gray_addr <= gp_addr[0];
            4'd1: gray_addr <= gp_addr[1];
            4'd2: gray_addr <= gp_addr[2];
            4'd3: gray_addr <= gp_addr[3];
            4'd4: gray_addr <= gp_addr[4];
            4'd5: gray_addr <= gp_addr[5];
            4'd6: gray_addr <= gp_addr[6];
            4'd7: gray_addr <= gp_addr[7];
        endcase
end
always @(posedge clk or posedge reset) begin
    if(reset)
        gray_req <= 1'd0;
    else if(nxt_state == READ_GC || nxt_state == READ_GP)
        gray_req <= 1'd1;
    else
        gray_req <= 1'd0;
end
always @(posedge clk or posedge reset) begin
    if(reset)
        lbp_addr <= 14'd0;
    else if(nxt_state == RESULT)
        lbp_addr <= gc_addr;
end
always @(posedge clk or posedge reset) begin
    if(reset)
        lbp_valid <= 1'd0;
    else if(nxt_state == RESULT)
        lbp_valid <= 1'd1;
    else
        lbp_valid <= 1'd0;
end
always @(posedge clk or posedge reset) begin
    if(reset) begin
        lbp_data <= 8'd0;
        gc_data  <= 8'd0;
    end
    else if(cur_state == READ_GC)
        gc_data <= gray_data;
    else if(cur_state == READ_GP) begin
        if(gray_data >= gc_data)
            lbp_data <= lbp_data + (8'd1 << gp_cnt - 4'd1);
    end
    else if(cur_state == RESULT)
        lbp_data <= 8'd0;
end
always @(posedge clk or posedge reset) begin
    if(reset)
        finish <= 1'd0;
    else if(cur_state == FINISH)
        finish <= 1'd1;
end
endmodule
--- design/flow/run.sh ---
#!/bin/bash
# OpenROAD 26Q1-2900-gdf79404cd8, Yosys 0.63+post, stock flow scripts
make -C /OpenROAD-flow-scripts/flow DESIGN_CONFIG=/design/flow/config.mk WORK_HOME=/design/flow/orfs finish
--- design/flow/config.mk ---
export PLATFORM = sky130hd
export DESIGN_NAME = LBP
export DESIGN_NICKNAME = LBP
export VERILOG_FILES = /design/flow/design.v
export SDC_FILE = /design/flow/constraint.sdc
export NUM_CORES = 4
export LEC_CHECK = 1
export CORE_UTILIZATION = 40
--- design/flow/constraint.sdc ---
current_design LBP

set clk_period 4.4
set clk_io_pct 0.2

create_clock -name clk0 -period $clk_period [get_ports {clk}]

set non_clock_inputs [all_inputs -no_clocks]
set_input_delay [expr $clk_period * $clk_io_pct] -clock clk0 $non_clock_inputs
set_output_delay [expr $clk_period * $clk_io_pct] -clock clk0 [all_outputs]
==> flow_summary.json <==
{
  "cp_top_family": "AND-OR/OR-AND gates",
  "antenna_cells": 0,
  "tool_warnings": 35,
  "fin_setup_tns_ps": 0,
  "dieHeight_um": 111.1,
  "core_um2": 11520,
  "synth_area_um2": 4762,
  "ys_seq_frac": 0.4427,
  "setup_viol_count_final": 0,
  "crit_type": "reg2reg",
  "p_clk_frac": 0.438,
  "grt_max_degree": 49,
  "edf_count": 0,
  "period_used_share": 0.7650,
  "yosys-top-cells-area": "dfrtp_1 (42%), ha_1 (7.4%), mux2_2 (7.3%)",
  "firstDrtPassIters": 20,
  "synthAoiAreaFrac": 0.1915,
  "cp.arrival_ps": 3590,
  "whs_endpoint": "finish",
  "rsz0062_at_grt": "false",
  "cp_max_fo": 11,
  "fillers": 1018,
  "cts_tree": "yes",
  "crit_path_frequent_cell": "a21oi_1",
  "r2r-end": "lbp_data[6]",
  "placementRows": 39,
  "ys_ff": 84,
  "synth_cell_type_count": 69,
  "path_clk_slew_ps": 70,
  "clock-sinks": 84,
  "p_leak_nw": 2.592,
  "vias": 3588,
  "required_ps": 4620,
  "antenna_found_initial": 0,
  "r2r_slack_ps": 1030,
  "fp_util": 0.4135,
  "clockBufferDepth": 2,
  "h-tree-depth": 3,
  "async_reset_ff_frac": 1.000,
  "p_per_area_nw_per_um2": 295.9,
  "wl_per_cell_um": 15.30,
  "area_delta_synth_final_pct": 18.21,
  "avgSynthCellArea_um2": 10.24,
  "max_freq_mhz": 297.1,
  "insertion_delay_ps": 340,
  "track_usage": 0.1730,
  "ys_top_logic_family": "AND-OR/OR-AND gates",
  "ant_nets": 0,
  "worstReg2RegStart": "gp_cnt[0]",
  "slew_viol_final": 0,
  "cp-start-kind": "register",
  "grt_overflow": 0,
  "end_kind": "register",
  "chipArea_um2": 12350,
  "hpwl_um": 6629,
  "hold_start": "finish",
  "peakVddDrop_mv": 0.2536,
  "drc": 0,
  "grt_pass1_wl_um": 17040,
  "ff_type": "dfrtp_1",
  "ys_chip_area_um2": 4762,
  "ctsResizeCount": 0,
  "first_global_vias": 3433,
  "drive_above_1_share": 0.1448,
  "power_w": 0.001666,
  "cts-hold-fix-buffers": 0,
  "synth_top_cell_by_area": "dfrtp_1",
  "mux_share": 0.08329,
  "crit_slowest_cell": "dfrtp_1",
  "yosys.area.top_type_share": 0.4151,
  "cts_setup_buffers": 0,
  "ios": 50,
  "routed_wl_um": 10010,
  "fp.dieW_um": 111.1,
  "relSlewSlack": 0.5624,
  "p_comb_frac": 0.076,
  "hold_violations": 0,
  "period_needed_ps": 3366,
  "routed_via_density": 5.486,
  "worstHoldPathCells": 1,
  "cp_slowest_stage_delay_ps": 500,
  "worstMarginPinSlew_ps": 655.2,
  "ys_sh_xor": 0.02391,
  "post-place-ws_ps": 1078,
  "clock_skew_ps": 12.62,
  "drv_cap": 0,
  "fin_ws_ps": 1034,
  "numCtsBuffers": 9,
  "crit_path_cell_trace": "inv_1 -> ha_1 -> nor3_1 -> a21oi_1 -> o22ai_1 -> and2_1 -> ha_1 -> fa_1 -> a21o_1 -> a21oi_1 -> o21bai_1 -> a21oi_1 -> xnor2_1 -> a31o_2",
  "netlist_instances": 465,
  "ctsRootBufferMaster": "clkbuf_16",
  "hold_class": "reg2reg",
  "ys_warn_count": 1,
  "intPower_w": 0.001255,
  "status": "complete, no violations",
  "yosysCellCount": 465,
  "drt_iter0_drc": 194,
  "p_sw_w": 0.0004105,
  "reg2regPathDepth": 14,
  "power.share.sequential": 0.486,
  "adder_share": 0.07777,
  "io_buffers": 49,
  "p_sw_frac": 0.2464,
  "path_buffers": 1,
  "gp_congestion": 0.8374,
  "simple_gate_share": 0.1298
}
## synthesized netlist by cell type, types with 5 or more instances
master	number
mux2_2	31
and2_1	7
a21oi_1	14
nand2_1	39
and3_1	9
nor3_1	10
a221o_1	8
ha_1	28
o21ai_0	38
dfrtp_1	79
xnor2_1	10
a22oi_1	5
dfstp_2	5
nand3_1	17
nor2_1	20
inv_1	29
clkbuf_1	11
buf_2	8
## final cells by class
type,count,area (um^2),area share
clock buffers,10,229.0,0.04068
clock inverters,6,52.55,0.009335
inverters,30,113.9,0.02023
multi-input cells,326,2411,0.4283
flip-flops and latches,84,2108,0.3745
well taps,143,178.9,0.03178
repair buffers,55,535.5,0.09513
## per-layer routing
layer  global-route usage  vias up  share of wire
li1                     -     1777              -
met1               0.2691     1712           0.48
met2               0.2713       95           0.46
met3              0.02899        4          0.055
met4              0.01982        0         0.0063
met5                    0        -              0
## worst reg2reg max path, cell delays in order, from the launching register on
cell and delay [ps]:
dfrtp_1 500, inv_1 190, ha_1 410, nor3_1 100, a21oi_1 150, o22ai_1 130, and2_1 200, ha_1 200
fa_1 410, a21o_1 180, a21oi_1 210, o21bai_1 90, a21oi_1 170, xnor2_1 80, a31o_2 240
## stage by stage
stage | instance area [um^2] | util | hold WS, ps | cells
final | 5629 | 0.4888 | 472.8 | 654
after global routing | 5629 | 0.4888 | 509.0 | 654
after CTS | 5629 | 0.4888 | 478.8 | 654
after detailed placement | 5348 | 0.4644 | 463.1 | 638
after global placement | 5348 | 0.4644 | 461.2 | 638
after floorplan | 4762 | - | 413.3 | 465
## logic make-up (layout without fill, tap and decap cells)
logic type / count (synthesis) / count (layout)
compound gates: 126 / 126
xor+xnor: 13 / 13
fa+ha+maj: 29 / 29
buf+inv: 55 / 101
flops: 84 / 84
mux: 35 / 35
simple gates: 123 / 123
## power groups by stage
stage                 logic, W  clock network (W)  registers [W]
after CTS             0.000130           0.000756       0.000810
after global routing  0.000146           0.000777       0.000812
final                 0.000127           0.000729       0.000809
## registers in the layout, indices dropped and copies added, names as in the netlist
signal     count
gc_addr       14
gray_addr     14
lbp_addr      14
gc_data        8
lbp_data       8
x              7
y              7
cur_state      5
gp_cnt         4
finish         1
gray_req       1
lbp_valid      1
## cells in the final DEF (no fill, tap or decap), types with 14 or more instances in the layout
cell type	instances
dfrtp_1	79
nor2_1	20
a21oi_1	14
nand2_1	39
ha_1	28
mux2_2	31
o21ai_0	38
inv_1	28
nand3_1	17
clkdlybuf4s50_1	49
## worst max-delay path by stage
stage                     start          end  slack [ps]  depth (start not counted)
after CTS             gp_cnt[0]  lbp_data[6]        1040                         14
after global routing  gp_cnt[0]  lbp_data[7]         710                         13
final                 gp_cnt[0]  lbp_data[6]        1030                         14
Power and IR drop assume default switching activity.
